<file path="/design/flow/config.mk">
export PLATFORM = sky130hd
export DESIGN_NAME = m2_abc_reg
export DESIGN_NICKNAME = m2_abc_reg
export VERILOG_FILES = /design/flow/design.v
export SDC_FILE = /design/flow/constraint.sdc
export NUM_CORES = 4
export LEC_CHECK = 1
export CORE_UTILIZATION = 50
</file>
<file path="/design/flow/run.sh">
#!/bin/bash
# OpenROAD 26Q1-2900-gdf79404cd8, Yosys 0.63+post, stock flow scripts
make -C /OpenROAD-flow-scripts/flow DESIGN_CONFIG=/design/flow/config.mk WORK_HOME=/design/flow/orfs finish
</file>
<file path="/design/flow/constraint.sdc">
current_design m2_abc_reg

set clk_period 1.0
set clk_io_pct 0.2

create_clock -name clk0 -period $clk_period [get_ports {clk_h}]

set non_clock_inputs [all_inputs -no_clocks]
set_input_delay [expr $clk_period * $clk_io_pct] -clock clk0 $non_clock_inputs
set_output_delay [expr $clk_period * $clk_io_pct] -clock clk0 [all_outputs]
</file>
<file path="/design/flow/design.v">
module m2_abc_reg (
		input clk_h, 
		input clk_h_en,
		input m2_abc_load,
		input	[31:0]		m2_abc_data_in,
		input [31:0]		m2_e_data_in,
output reg [31:0]	a = 32'b0,
output reg [31:0]	b = 32'b0,
output reg [31:0]	c = 32'b0,
output reg [31:0]	d = 32'b0,
output reg [31:0]	e = 32'b0,
output reg [31:0]	f = 32'b0,
output reg [31:0]	g = 32'b0,
output reg [31:0]	h = 32'b0
);
always @ (posedge clk_h)
			begin
					if (m2_abc_load)
						begin
								a <= 32'h6a09e667; 
								b <= 32'hbb67ae85; 
								c <= 32'h3c6ef372; 
								d <= 32'ha54ff53a; 
								e <= 32'h510e527f; 
								f <= 32'h9b05688c; 
								g <= 32'h1f83d9ab; 
								h <= 32'h5be0cd19; 
						end
					else if (clk_h_en)
						begin
								a <= m2_abc_data_in;
								b <= a;
								c <= b;
								d <= c;
								e <= m2_e_data_in;
								f <= e;
								g <= f;
								h <= g;
						end
			end
endmodule	
</file>
==> results.txt <==
Quick summary of the implementation run below.

Measured in cells, the most critical reg-to-reg path has a length of 4. Sequential cells were found to cover 54.90% of the synthesized design area. The DRC violations left is 0.

The checks that failed: setup timing. The worst register-to-register path ends at e[5]. The number of max-slew violations in the final report is 0. The clock-pin slew on the worst setup and hold paths came out at 0.06 ns. After layout, the minimum clock period comes to 1.166 ns. Checking hold timing, the worst path is listed with class in2reg. The aggregate routed wire length is 24.76 mm. The insertion delay to the later sink of the worst-skew pair came out at 0.52 ns.

The share of flip-flops with an asynchronous set or reset after synthesis came out at 0%. In the final layout, the share of cells above drive strength 1 is 57.54%. The number of antenna violations at the first check in global routing came to 0. Per the OpenROAD floorplan log, the area of the core is 18,150 um^2. Yosys instantiated no cell more often than sky130_fd_sc_hd__dfxtp_1. The post-route core utilization came out at 79.23%. OpenROAD reports that the post-layout worst path occupies 116.6% of the period. The total vias in the final route came out at 7,842. Across the routed clock network, the largest skew measured is 0.006472 ns. Adding up every negative setup slack in the final design gives -34.59 ns. Clock tree synthesis selected as its root buffer the cell sky130_fd_sc_hd__clkbuf_16. The proportion of netlist area held by the largest area contributor is 54.90%. The number of enable-type register cells in the synthesized netlist is 0. The maximum cell stage delay along the critical path is 0.35 ns. The launch point of the worst min-delay path is recorded as clk_h_en. The width of the die came out at 138.6 um.

The layer flagged by global routing as most heavily used is met2. The reg2reg setup slack came out at 0.01 ns. The startpoint identified for the worst register-to-register timing path is e[5]. The kind of launch point of the worst setup path is a flip-flop. The average instance area after synthesis came out at 11.13 um^2.

Global routing used 8.023% of the available met3 tracks. The clock buffer count from CTS is 26. The worst setup path is captured at a primary output. The synthesized instance count is 839. The max capacitance violation total came out at 0.

The post-synthesis register bit count is 256. The post-detailed-route count of antenna-violating nets is 0. The overall chip area is 19,220 um^2. Sorting the synthesized cells by area gives the leading types as sky130_fd_sc_hd__dfxtp_1, sky130_fd_sc_hd__mux2i_1, sky130_fd_sc_hd__a211o_1. The library cell occupying the most area in the post-synthesis netlist is sky130_fd_sc_hd__dfxtp_1.

For this run, the number of Yosys warnings is 1. The cell family with the largest share of critical-path delay is flip-flops. For the pin with the worst max-slew slack, the measured transition is 0.2834 ns. Global routing finished with a remaining overflow of 0. The met2 global-route usage came out at 39.94%. The worst-case IR drop observed on VDD is 1460 uV. The overall die height came out at 138.6 um. The number of global-route vias before repair is 7,456. In the global route stage, overall resource usage came out at 26.43%. The fraction of the core area occupied by cells at floorplan came out at 51.44%.

The summed standard-cell area reported by yosys came out at 9335 um^2. The largest net degree at the start of global routing came out at 45. The number of buffers and inverters on the critical path is 1. The I/O pin total is 323. The number of standard cells reported by yosys came out at 839. In the synthesized netlist the dominant register cell turns out to be sky130_fd_sc_hd__dfxtp_1. The cell type of the slowest stage on the worst timing path is sky130_fd_sc_hd__dfxtp_2. Max fanout on the critical path was recorded as 3.

TritonCTS built the clock tree. The total tool warning count came out at 29. The HPWL after detailed placement came out at 16.62 mm.

The upper clock frequency limit is 857.3 MHz. At the worst endpoint, the required time is 0.80 ns. In this run the deepest clock path goes through 3 buffers.

The number of cell rows is 49. The placement summary gives the final routability congestion estimate as 0.8224. The report lists the cells along the critical path as buf_2. The met1 global-route usage came out at 39.32%. Looking at the clock tree report, the H-tree level count equals 1.

The synthesis-to-layout area growth came out at 54.01%. The hold path depth came out at 3. The ratio of routed vias to standard cells came out at 4.938.

Before any placement, the netlist area is recorded as 9335 um^2. The arrival time of the worst setup path came out at 0.97 ns. The first global-routing pass estimated 39.39 mm of wire.

The worst path setup slack after routing came out at -0.1664 ns. The violation count after the first detailed-route iteration came out at 411. The count of input and output buffers came out at 322. The flow ran to the end, but the final reports show violations. In this run the power density over the cells is 1654 nW/um^2. The clock sink total is 256. The final number of setup-violating endpoints is 256. The worst-case headroom to the max-slew limit came out at 81.11%.

The detailed-router iteration count before antenna repair is 23. Setup repair after global routing could not meet its margin everywhere. TritonRoute output was used to compute an average wire per cell of 15.59 um. After synthesis, the most frequently instantiated cells are sky130_fd_sc_hd__dfxtp_1, sky130_fd_sc_hd__a211o_1, sky130_fd_sc_hd__nor2b_1. The number of hold-slack violations in the final timing report is 0. The final antenna diode count came out at 0. The number of different library cells in the post-synthesis netlist came out at 11. The power report puts the leakage power at 6.813 nW. Hold analysis lists the worst path endpoint as f[30].

The critical path is of the reg2out type.
## flip-flops by register name, summed over array words and instances, names as in the netlist
name  count
d        32
g        32
c        32
h        32
b        32
f        32
a        32
e        32
## worst max path at each step
| stage | startpoint | end | slack (ns) | depth (start not counted) |
|---|---|---|---|---|
| after CTS | c[27] | c[27] | -0.18 | 1 |
| after global routing | c[27] | c[27] | -0.21 | 1 |
| final | c[27] | c[27] | -0.17 | 1 |
## per-layer routing
layer	wire length [um]	share of wire, %
met1	10640	43
met2	11080	45
met3	2526	10
met4	507	2.0
met5	0	0
## placed cells by master (no fill, tap or decap), drive strengths merged
cell type,Yosys,layout
buf,44,485
dfxtp,256,256
a211o,136,136
nor2b,136,136
mux2i,120,120
nor2,120,120
clkdlybuf4s50,0,64
clkbuf,27,41
clkinv,0,1
## stage by stage
stage | worst slack, ns | cell area (um^2) | cells | hold WS, ns | power, mW
2_1_floorplan | -0.006272 | 9335 | 839 | 0.3179 | 12.74
3_3_place_gp | -0.1443 | 14040 | 1518 | 0.4645 | 15.26
3_5_place_dp | -0.1572 | 14040 | 1518 | 0.4762 | 15.30
4_1_cts | -0.1787 | 14240 | 1588 | 0.1093 | 23.94
5_1_grt | -0.2093 | 14380 | 1588 | 0.1236 | 24.79
6_report | -0.1664 | 14380 | 1588 | 0.1147 | 23.78
## cells by family after synthesis
logic type / share of synthesized area, %
flops: 54.90
compound gates: 12.76
buf+inv: 5.535
simple gates: 13.94
mux: 12.87
## cell type report
cell class                 instances  area, um^2
sequential                       256        5445
timing repair buffer             550        4133
fill                            1197        3770
multi-input combinational        512        3744
clock buffer                      40       764.5
tap                              229       286.5
clock inverter                     1       5.005
## where the power goes
part,internal (mW),total [mW],leakage (nW),switching (mW)
logic,2.24,3.55,4.31,1.31
registers,11.0,11.4,2.13,0.347
clock network,5.18,8.88,0.376,3.69
total,18.4,23.8,6.81,5.35
## what timing repair did
action / CTS / global route
gates cloned: 0 / 0
hold buffers: 0 / 0
resized: 1108 / 27
pin swaps: 0 / 8
endpoints found under the setup margin: 256 / 265
setup buffers: 29 / 8
Power is estimated from default activity; no workload was simulated.

## ./config.mk

```make
export PLATFORM = sky130hd
export DESIGN_NAME = m1_comby
export DESIGN_NICKNAME = m1_comby
export VERILOG_FILES = /design/flow/design.v
export SDC_FILE = /design/flow/constraint.sdc
export NUM_CORES = 4
export LEC_CHECK = 1
export CORE_UTILIZATION = 40
```

## ./constraint.sdc

```tcl
current_design m1_comby

set clk_period 33.8
set clk_io_pct 0.2

create_clock -name clk0 -period $clk_period

set non_clock_inputs [all_inputs -no_clocks]
set_input_delay [expr $clk_period * $clk_io_pct] -clock clk0 $non_clock_inputs
set_output_delay [expr $clk_period * $clk_io_pct] -clock clk0 [all_outputs]
```

## ./design.v

```verilog
module m1_comby (
input wire [31:0]	a,
input wire [31:0]	b,
input wire [31:0]	c,
input wire [31:0]	d,
input wire [31:0]	e,
input wire [31:0]	f,
input wire [31:0]	g,
input wire [31:0]	h,
input wire [31:0]	k,
input wire [31:0]	wt_in,
output wire [31:0] t1t2,
output wire [31:0] dt1
);
wire [31:0]	t1;
wire [31:0]	t2;
wire [31:0]	big_sigma0;
wire [31:0]	big_sigma1;
wire [31:0]	ch;
wire [31:0]	maj;
assign t1 = h + big_sigma1 + ch + k + wt_in; 
assign t2 = big_sigma0 + maj;
assign t1t2 = t1 + t2;
assign dt1 = d + t1;
assign big_sigma0 = {a[1:0],a[31:2]} ^ {a[12:0],a[31:13]} ^ {a[21:0],a[31:22]};
assign big_sigma1 = {e[5:0],e[31:6]} ^ {e[10:0],e[31:11]} ^ {e[24:0],e[31:25]};
assign ch = (e & f) ^ (~e & g);
assign maj = (a & b) ^ (a & c) ^ (b & c);
endmodule
```

## ./run.sh

```bash
#!/bin/bash
# OpenROAD 26Q1-2900-gdf79404cd8, Yosys 0.63+post, stock flow scripts
make -C /OpenROAD-flow-scripts/flow DESIGN_CONFIG=/design/flow/config.mk WORK_HOME=/design/flow/orfs finish
```

==> results.cfg <==
; implementation run metrics
[detailed_routing]
antennaDiodeCount = 0
viasPerCell = 4.878
drc = 0
drtIter0Drc = 396
drtPass1Iterations = 4
route.detailed.wl_per_inst_um = 17.48
ant_nets = 0
vias = 9629
drt_wl_total_mm = 34.51

[setup_path]
arrival_ps = 14220
critPathCaptureType = output pin
crit_required_ps = 27040
crit_path_frequent_cell = fa_1
critical_path.startpoint = e[7]
cp_max_fo = 5
start_kind = input port
slowest_delay_ps = 510
crit_slowest_cell = clkdlybuf4s50_1
critical_path_class = in2out

[floorplan]
core_um2 = 24600
die.size.y_um = 161.2
die_w_um = 161.2
chip_area_um2 = 25970
rows = 57
initial_utilization_pct = 41.18
num_io_pins = 384

[yosys]
top_cells_by_area = fa_1 (25%), xnor2_1 (12%), ha_1 (11%), inv_1 (11%), xor2_1 (6.8%)
yosysWarnings = 0
ys_types = 68
largest_area_cell = fa_1
syn_area_um2 = 10130
synth.top_cell.area_share_pct = 24.70
ys_cells = 1290
synth-area-yosys_um2 = 10130
postSynthSeqShare_pct = 0
avgSynthCellArea_um2 = 7.854
netlist_instances = 1290

[final_timing]
fin_setup_tns_ps = 0
fin_crit_sh_pct = 62.07
finalSetupViolCount = 0
period_needed_ps = 20980
slew_headroom_pct = 45.24
grt_setup_unrepaired = false
worst-slew-pin-transition_ps = 810.8
hold_viol = 0
timing.fmax_mhz = 47.67
setup_slack_ps = 12820
slew_violations = 0

[global_routing]
grt_max_degree = 10
antenna_found_initial = 1
grt_overflow = 0
grt_pass1_vias = 9915
grt_pass1_wl_mm = 53.01
grt_usage_pct = 27.90

[cells_and_area]
clock_buffers = 0
finalInstanceArea_um2 = 14290
post-route-util_pct = 58.08
seq_cells = 0
drive_above_1_share_pct = 1.818
comb_area_um2 = 8877
num-fill-cells = 2225
syn_to_final_growth_pct = 41.04
seq_area_um2 = 0

[cts]
postCtsHoldBufs = 0
cts.repair.resized = 0
cts_setup_buffers = 0

[placement]
place_congestion = 1.014
pre_cts_ws_ps = 12790
portBuffers = 384
dp_hpwl_mm = 31.94
dpl-instance-area_um2 = 14290

[min_path]
holdPathStages = 3
hold_path.class = in2out
min_from = d[0]

[flow_run]
maxCapViolCount = 0
tool_warnings = 33

[status]
status = complete, no violations
[metal layers]
metal	track usage (%)	vias up	wire (µm)
li1	-	4914	-
met1	37.55	4333	14460
met2	48.63	348	17030
met3	4.480	32	2281
met4	4.846	2	727
met5	0	-	13
[metrics by stage]
stage               hold WS (ps)  cells
floorplan                  13600   1290
global placement           14550   1974
detailed placement         14550   1974
CTS                        14550   1974
global route               14570   1974
finish                     14550   1974
[critical path, delay by kind of cell]
| kind | cells | cell delay [ps] |
|---|---|---|
| buffers and inverters | 4 | 1120 |
| and+or+nand+nor | 2 | 470 |
| adders and majority gates | 6 | 2370 |
| AOI/OAI and AO/OA | 10 | 2250 |
| xor gates and xnor gates | 5 | 1240 |
[layout by cell type (no fill, tap or decap), types with 22 or more instances in the layout]
master	Yosys	routed
nand2_1	45	45
fa_1	125	125
inv_1	310	310
a21oi_1	67	67
xnor2_1	139	139
mux2i_1	22	22
clkdlybuf4s50_1	0	384
xor2_1	79	79
ha_1	93	93
nor2_1	46	46
o21ai_0	74	74
a21o_1	61	61
[cells in the mapped netlist (9+ instances only)]
cell type	count
inv_1	310
xnor2_1	139
fa_1	125
ha_1	93
xor2_1	79
o21ai_0	74
a21oi_1	67
a21o_1	61
nor2_1	46
nand2_1	45
clkbuf_1	23
mux2i_1	22
nand3_1	17
nor3_1	17
a211oi_1	14
mux2_2	11
and3_1	10
o21a_1	9
o21bai_1	9
[cell families after synthesis]
group	Yosys count	share of synthesized area [%]
buf+inv	334	12.39
compound gates	302	19.76
xor+xnor	219	19.08
fa+ha+maj	221	36.48
mux	34	3.544
simple gates	180	8.755
[worst paths after layout]
| check | endpoint | slack [ps] |
|---|---|---|
| hold / removal | dt1[0] | 14550 |
| setup / recovery | t1t2[31] | 12820 |
[cell type report]
cell class                      count  area share [%]
Multi-Input combinational cell    956           62.12
Timing Repair Buffer              384           26.90
Inverter                          310           8.143
Tap cell                          324           2.837

==> design/flow/design.v <==
module m1_wt_reg 
(
	input clk_h, 
	input m1_wt_reg_en,
	input [31:0] 	w_in,
	output reg 	[31:0] 	w14_t_2 = 32'b0,
	output reg 	[31:0] 	w9_t_7 = 32'b0,	
	output reg	[31:0] 	w1_t_15 = 32'b0,						
	output reg	[31:0] 	w0_t_16 = 32'b0
);
reg [31:0]		w15 = 32'b0;
reg [31:0]		w13 = 32'b0;
reg [31:0]		w12 = 32'b0;
reg [31:0]		w11 = 32'b0;
reg [31:0]		w10 = 32'b0;
reg [31:0]		w8 = 32'b0;
reg [31:0]		w7 = 32'b0;
reg [31:0]		w6 = 32'b0;
reg [31:0]		w5 = 32'b0;
reg [31:0]		w4 = 32'b0;
reg [31:0]		w3 = 32'b0;
reg [31:0]		w2 = 32'b0;
always @ (posedge clk_h)
				if (m1_wt_reg_en)
					begin
						w15 <= w_in;
						w14_t_2 <= w15;
						w13 <= w14_t_2;
						w12 <= w13;
						w11 <= w12;
						w10 <= w11;
					end
always @ (posedge clk_h)
				if (m1_wt_reg_en)
				begin
						w9_t_7 <= w10;
						w8 <= w9_t_7;
						w7 <= w8;
						w6 <= w7;
						w5 <= w6;
						w4 <= w5;
						w3 <= w4;
						w2 <= w3;
						w1_t_15 <= w2;
						w0_t_16 <= w1_t_15;
				end
endmodule
==> design/flow/run.sh <==
#!/bin/bash
# OpenROAD 26Q1-2900-gdf79404cd8, Yosys 0.63+post, stock flow scripts
make -C /OpenROAD-flow-scripts/flow DESIGN_CONFIG=/design/flow/config.mk WORK_HOME=/design/flow/orfs finish
==> design/flow/config.mk <==
export PLATFORM = sky130hd
export DESIGN_NAME = m1_wt_reg
export DESIGN_NICKNAME = m1_wt_reg
export VERILOG_FILES = /design/flow/design.v
export SDC_FILE = /design/flow/constraint.sdc
export NUM_CORES = 4
export LEC_CHECK = 1
export CORE_UTILIZATION = 50
==> design/flow/constraint.sdc <==
current_design m1_wt_reg

set clk_period 1.0
set clk_io_pct 0.2

create_clock -name clk0 -period $clk_period [get_ports {clk_h}]

set non_clock_inputs [all_inputs -no_clocks]
set_input_delay [expr $clk_period * $clk_io_pct] -clock clk0 $non_clock_inputs
set_output_delay [expr $clk_period * $clk_io_pct] -clock clk0 [all_outputs]
==> qor.csv <==
stage;metric;value;unit
clock_tree;clock slew at reported path FFs;60;ps
final_timing;cycle use final;128;%
grt;total track usage;12.3;%
placed_design;hpwl dp;10200;µm
logic_synthesis;Post-Syn Area;15400;µm²
logic_synthesis;Post-Syn Instances;512;
final_timing;final hold vios;0;
cells_and_area;register area;15400;µm²
grt;initial antenna violation count;0;
floorplan;fp_density;51.3;%
placed_design;gpl congestion;0.764;
logic_synthesis;multiplexer share of the synthesized area;0;%
grt;vias in the first global route;5473;
power_and_ir_drop;Leak;6.90;nW
drt;routed vias;5492;
drt;antenna-violating nets left;0;
final_timing;Final Skew;4.84;ps
setup_path;Worst setup SP type;register;
setup_path;critical path launch point;w9_t_7[3]$_DFFE_PP_;
placed_design;# port buffers;161;
cells_and_area;Area growth, synth to finish;25.2;%
drt;First-pass DRT Iterations;4;
logic_synthesis;yosys simple share;0;%
setup_path;Buf+Inv Stages, Crit Path;1;
grt;global route overflow;0;
cells_and_area;layout cells sized above 1;33.1;%
drt;DR WL/cell;13.6;µm
drt;final WL;16800;µm
logic_synthesis;Complex Gates by Area;0;%
floorplan;Die ar.;31500;µm²
cells_and_area;Non-Filler Instances;1233;
hold_path;Hold Crit Depth;2;
drt;via/cell ratio;4.45;
flow_run;count of tool warnings;27;
setup_path;Crit Path Max Fanout;2;
hold_path;HP Class;in2reg;
logic_synthesis;Post-Synth XOR/XNOR Area;0;%
final_timing;Setup WS post-layout;-277;ps
logic_synthesis;yosys stat cell total;512;
outcome;failing checks;negative setup slack;
power_and_ir_drop;VDD IR max;1.64;mV
flow_run;Max-cap violations;0;
drt;Antenna diodes;0;
grt;pin count of the biggest net entering global routing;33;
final_timing;fin crit period;1280;ps
clock_tree;root buffer cell;clkbuf_16;
setup_path;crit-path cells;buf_2;
clock_tree;clk sink count;512;
power_and_ir_drop;overall power;44.1;mW
logic_synthesis;synth unique cells;1;
cells_and_area;Logic cell area;0;µm²
final_timing;final slew viol count;0;
setup_path;delay-heaviest family, CP;flip-flops;
setup_path;slowest CP cell;edfxtp_1;
setup_path;r2r worst-path depth;2;
drt;DR iter-0 viols;334;
final_timing;# setup viols final;128;
setup_path;Largest stage delay, worst path;410;ps
logic_synthesis;sequential fraction of the synthesis area;100;%
setup_path;R2R Path Start;w14_t_2[10]$_DFFE_PP_;
logic_synthesis;yosys adder share;0;%
floorplan;core area;30000;µm²
clock_tree;clk buf depth;3;
setup_path;crit end category;primary output;
final_timing;f_max;783;MHz
clock_tree;Worst-Skew Late Latency;520;ps
grt;first-pass GRT wire length;26700;µm
final_timing;Max transition margin;74.8;%
power_and_ir_drop;P per Cell Area;2290;nW/µm²
final_timing;unrepaired setup endpoints after global routing;yes;
outcome;outcome;finished with violations;
cells_and_area;multi-input combinational cell count;0;
setup_path;Critical Path Stages;1;
final_timing;Slew @ Worst Pin;378;ps
floorplan;Die H;177;µm
logic_synthesis;register bit total from synthesis;512;
logic_synthesis;synthesized area per cell;30.0;µm²
logic_synthesis;yosys stat area;15400;µm²
final_timing;final hold slack;88.8;ps
cells_and_area;fillers;1974;
clock_tree;CTS Buf Count;48;
floorplan;Chip Width;177;µm
placed_design;placed insts;1109;
drt;drc violations;0;
logic_synthesis;Synth warnings;1;
setup_path;arrival time at the worst endpoint;1080;ps
floorplan;Ports;162;
floorplan;row cnt;63;
setup_path;CP Class;reg2out;
clock_tree;H-tree depth;2;
clock_tree;CTS tree;built;
setup_path;CP Data Required Time;800;ps
hold_path;min-delay src;m1_wt_reg_en;
==> synth_stat cells <==
cell type / count / area [µm²]
edfxtp_1: 512 / 15400
==> cell type report <==
| class | instances | share of cell area (%) |
|---|---|---|
| clock inverters | 36 | 1.74 |
| clock buffers | 52 | 6.43 |
| flip-flops and latches | 512 | 79.9 |
| well taps | 390 | 2.53 |
| repair buffers | 243 | 9.44 |
==> kinds of logic after synthesis <==
logic type  after synthesis
DFF                     512
==> cells in the final DEF, fill, tap and decap left out, types with 3 or more instances in the layout <==
master,netlist,layout
buf_4,0,64
buf_12,0,18
bufinv_16,0,7
clkinv_2,0,12
clkbuf_1,0,3
clkinv_1,0,17
edfxtp_1,512,512
buf_2,0,128
clkdlybuf4s50_1,0,32
clkbuf_16,0,49
==> worst paths after layout <==
check                           slack [ps]                     to
worst max register to register         120      w13[10]$_DFFE_PP_
worst min register to register         410  w1_t_15[25]$_DFFE_PP_
worst max-delay path                  -280              w9_t_7[3]
worst min-delay path                    90   w0_t_16[0]$_DFFE_PP_
==> worst register-to-register path, stage by stage (launching register included) <==
cell and delay (ps):
edfxtp_1 390, buf_4 140, buf_4 110
==> state kept, by name, indices dropped and copies added (netlist names) <==
name and flops:
w12 32, w6 32, w1_t_15 32, w9_t_7 32, w5 32, w0_t_16 32, w8 32, w15 32
w14_t_2 32, w13 32, w3 32, w10 32, w7 32, w11 32, w2 32, w4 32
==> metal layers <==
metal | share of wire [%] | wire [µm] | vias to the layer above | global-route usage, %
met5 | 0 | 0 | - | 0
met4 | 3.6 | 597 | 0 | 3.95
met3 | 10 | 1690 | 49 | 5.00
met2 | 46 | 7710 | 207 | 16.7
met1 | 40 | 6760 | 2534 | 22.4
li1 | - | - | 2702 | -
==> metrics by stage <==
step | setup TNS [ps] | utilization [%] | cell area, µm² | worst slack, ps
floorplan | 0 | - | 15400 | 411
global placement | -2090 | 60.3 | 18000 | -42.3
detailed placement | -4430 | 60.3 | 18000 | -71.5
CTS | -32620 | 63.9 | 19100 | -303
global route | -35600 | 64.3 | 19300 | -327
finish | -28300 | 64.3 | 19300 | -277
==> report_power, final <==
| part | total [mW] | internal, mW | switching (mW) |
|---|---|---|---|
| combinational | 1.09 | 0.594 | 0.497 |
| sequential | 25.4 | 25.1 | 0.325 |
| clock | 17.6 | 10.7 | 6.92 |
| total | 44.1 | 36.3 | 7.74 |
==> repair_timing <==
| item | 4_1_cts | 5_1_grt |
|---|---|---|
| resized | 392 | 0 |
| hold buffers | 0 | 0 |
| buffers inserted | 21 | 15 |
| endpoints found under the setup margin | 128 | 128 |
Power is estimated from default activity; no workload was simulated.
